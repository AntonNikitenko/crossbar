File: design/flow/run.sh
#!/bin/bash
# OpenROAD 26Q1-2900-gdf79404cd8, Yosys 0.63+post, stock flow scripts
make -C /OpenROAD-flow-scripts/flow DESIGN_CONFIG=/design/flow/config.mk WORK_HOME=/design/flow/orfs finish
File: design/flow/config.mk
export PLATFORM = sky130hd
export DESIGN_NAME = crossbar
export DESIGN_NICKNAME = crossbar
export VERILOG_FILES = /design/flow/design.v
export SDC_FILE = /design/flow/constraint.sdc
export NUM_CORES = 4
export LEC_CHECK = 1
export CORE_AREA = 10 10 224 224
export DIE_AREA = 0 0 234 234
File: design/flow/constraint.sdc
current_design crossbar

set clk_period 8.5
set clk_io_pct 0.2

create_clock -name clk0 -period $clk_period [get_ports {clk}]

set non_clock_inputs [all_inputs -no_clocks]
set_input_delay [expr $clk_period * $clk_io_pct] -clock clk0 $non_clock_inputs
set_output_delay [expr $clk_period * $clk_io_pct] -clock clk0 [all_outputs]
File: design/flow/design.v
module arbiter #(parameter num=0)(
	input clk, req0, req1,
	input cmd0, cmd1, ack_i,
	input [31:0] wdata0, wdata1, addr0, addr1,
	output reg ack_o_0, ack_o_1,
	output reg grant0, grant1, cmd, req,
	output reg [31:0] wdata, addr
);
reg [1:0] mask=2'b01;
generate
	if (num==0)
		always@(posedge clk) begin
			case({(req1 & (~addr1[31])),(req0 & (~addr0[31]))})
				2'b00:	begin 
								grant0<=0;
								grant1<=0;
								req<=0;
								cmd<=0;
								wdata<=0;
								addr<=0;
								ack_o_0<=0;
								ack_o_1<=0;
							end
				2'b01:	begin
								grant0<=1;
								grant1<=0;
								req<=req0;
								cmd<=cmd0;
								addr<=addr0;
								wdata<=wdata0;
								ack_o_0<=1;
								ack_o_1<=0;
							end
				2'b10:	begin
								grant0<=0;
								grant1<=1;
								req<=req1;
								cmd<=cmd1;
								addr<=addr1;
								wdata<=wdata1;
								ack_o_0<=0;
								ack_o_1<=1;
							end
				2'b11:	begin
								if (mask[0]==1) begin
									grant0<=1;
									grant1<=0;
									req<=req0;
									cmd<=cmd0;
									addr<=addr0;
									wdata<=wdata0;
									ack_o_0<=1;
									ack_o_1<=0;
								end
								if (mask[1]==1) begin
										grant0<=0;
										grant1<=1;
										req<=req1;
										cmd<=cmd1;
										addr<=addr1;
										wdata<=wdata1;
										ack_o_0<=0;
										ack_o_1<=1;
								end
								mask<=~mask;
							end
			endcase
		end
	else
		always@(posedge clk) begin
			case({(req1 & (addr1[31])),(req0 & (addr0[31]))})
				2'b00:	begin 
								grant0<=0;
								grant1<=0;
								req<=0;
								cmd<=0;
								wdata<=0;
								addr<=0;
								ack_o_0<=0;
								ack_o_1<=0;
							end
				2'b01:	begin
								grant0<=1;
								grant1<=0;
								req<=req0;
								cmd<=cmd0;
								addr<=addr0;
								wdata<=wdata0;
								ack_o_0<=1;
								ack_o_1<=0;
							end
				2'b10:	begin
								grant0<=0;
								grant1<=1;
								req<=req1;
								cmd<=cmd1;
								addr<=addr1;
								wdata<=wdata1;
								ack_o_0<=0;
								ack_o_1<=1;
							end
				2'b11:	begin
								if (mask[0]==1) begin
										grant0<=1;
										grant1<=0;
										req<=req0;
										cmd<=cmd0;
										addr<=addr0;
										wdata<=wdata0;
										ack_o_0<=1;
										ack_o_1<=0;
								end
								if (mask[1]==1) begin
										grant0<=0;
										grant1<=1;
										req<=req1;
										cmd<=cmd1;
										addr<=addr1;
										wdata<=wdata1;
										ack_o_0<=0;
										ack_o_1<=1;
								end
								mask<=~mask;
							end
			endcase
		end
endgenerate
endmodule
module crossbar(
	input  clk, master_0_req, master_1_req, master_0_cmd, master_1_cmd, slave_0_ack, slave_1_ack,
	input  [31:0] master_0_wdata, master_1_wdata, master_0_addr, master_1_addr, slave_0_rdata, slave_1_rdata,
	output master_0_ack, master_1_ack, master_0_resp, master_1_resp, slave_0_resp, slave_1_resp,
	output slave_0_cmd, slave_0_req, slave_1_cmd, slave_1_req,
	output [31:0] master_0_rdata, master_1_rdata, 
	output [31:0] slave_0_wdata, slave_1_wdata,
	output [30:0] slave_0_addr, slave_1_addr
);
wire slave_0_ack0_w, slave_1_ack0_w; 
wire slave_0_ack1_w, slave_1_ack1_w; 
wire [31:0] slave_0_rdata_w, slave_1_rdata_w;
wire master_0_req0, master_0_req0_w, master_0_req1, master_0_req1_w;
wire master_1_req0, master_1_req0_w, master_1_req1, master_1_req1_w;
wire master_0_granted=master_0_req0_w | master_0_req1_w;
wire master_1_granted=master_1_req0_w | master_1_req1_w;
assign master_0_ack=slave_0_ack0_w | slave_1_ack0_w;
assign master_1_ack=slave_0_ack1_w | slave_1_ack1_w;
toMaster master_0(.clk(clk), .slave_0_resp(slave_0_resp), .slave_1_resp(slave_1_resp),
	.slave_0_rdata(slave_0_rdata), .slave_1_rdata(slave_1_rdata), .granted(master_0_granted),
	.req(master_0_req), .addr(master_0_addr[31]),
	.resp(master_0_resp), 
	.rdata(master_0_rdata));
toMaster master_1(.clk(clk), .slave_0_resp(slave_0_resp), .slave_1_resp(slave_1_resp),
	.slave_0_rdata(slave_0_rdata), .slave_1_rdata(slave_1_rdata), .granted(master_1_granted),
	.req(master_1_req), .addr(master_1_addr[31]),
	.resp(master_1_resp), 
	.rdata(master_1_rdata));
arbiter #(.num(0)) a0(.clk(clk), 
	.req0(master_0_req), .addr0(master_0_addr), 
	.cmd0(master_0_cmd), .wdata0(master_0_wdata),
	.req1(master_1_req), .addr1(master_1_addr), 
	.cmd1(master_1_cmd), .wdata1(master_1_wdata),
	.grant0(master_0_req0_w), .grant1(master_1_req0_w),
	.req(slave_0_req), .addr(slave_0_addr),
	.cmd(slave_0_cmd), .wdata(slave_0_wdata),
	.ack_i(slave_0_ack),	.ack_o_0(slave_0_ack0_w),
	.ack_o_1(slave_0_ack1_w));
arbiter #(.num(1)) a1(.clk(clk), 
	.req0(master_0_req), .addr0(master_0_addr), 
	.cmd0(master_0_cmd), .wdata0(master_0_wdata),
	.req1(master_1_req), .addr1(master_1_addr), 
	.cmd1(master_1_cmd), .wdata1(master_1_wdata),
	.grant0(master_0_req1_w), .grant1(master_1_req1_w),
	.req(slave_1_req), .addr(slave_1_addr),
	.cmd(slave_1_cmd), .wdata(slave_1_wdata),
	.ack_i(slave_1_ack),	.ack_o_0(slave_1_ack0_w),
	.ack_o_1(slave_1_ack1_w));
endmodule
module toMaster(
	input clk, slave_0_resp, slave_1_resp,
	input [31:0] slave_0_rdata, slave_1_rdata,
	input req, addr, granted,
	output reg [31:0] rdata,
	output reg resp
);
reg req0, req1;	
reg req0_r, req0_rr, req1_r, req1_rr;
reg gr_r, gr_rr;
always@(posedge clk) begin
	req0_r<=req0;
	req0_rr<=req0_r;
	req1_r<=req1;
	req1_rr<=req1_r;
	gr_r<=granted;
	gr_rr<=gr_r;
end
always@(posedge clk) begin
	case({req, addr})
	2'b10:	begin
					req0<=1;
					req1<=0;
				end
	2'b11:	begin
					req0<=0;
					req1<=1;
				end
	default:	begin
					req0<=0;
					req1<=0;
				end
	endcase
end
always@(posedge clk) begin
	if (gr_r) begin
		case({req1_r,req0_r})
		2'b01:	begin
						rdata<=slave_0_rdata;
						resp<=slave_0_resp;
					end
		2'b10:	begin
						rdata<=slave_1_rdata;
						resp<=slave_1_resp;
					end
		default: begin
						rdata<=32'bx;
						resp<=0;
					end
		endcase	
		end
	else begin
		rdata<=32'bx;
		resp<=0;
	end
end
endmodule
==> impl_metrics.toml <==
# generated from flow reports
[clock_network]
insertion_delay_ns = 0.56
cts_resized = 0
clockBufferDepth = 3
cts.sinks = 210
htree_levels = 1
numCtsBuffers = 26
clkTransAtPathRegs_ns = 0.06
hold_buffers = 0
cts-root-buf = "clkbuf_16"
cts_tree = "yes"
post_cts_buffers = 0

[worst_setup_path]
rr_worst_depth = 3
worstSetupPathType = "input pin to register"
reg2reg_slack_ns = 6.25
slowest_stage = "and3_2"
r2r-end = "a0.wdata[10]"
path_max_fanout = 69
start_kind = "input pin"
cp_slowest_stage_delay_ns = 0.86
crit_top_cell = "buf_4"
path_cells = "buf_4 > and3_2 > buf_4 > o22ai_1"
arrival_ns = 3.87
required_ns = 8.77
r2r-start = "a0.mask[1]"
cp-end-kind = "register"

[route]
drt_pass1_iterations = 5
num_vias = 8088
postRouteAntennaNets = 0
n_antenna_cell = 0
routed_via_density = 4.61
routed_wl_um = 38200
post_drt_wl_per_cell_um = 21.8
post-route-drc-count = 0
drt_iter0_drc = 390

[final_layout]
flop_area_um2 = 5590
syn_to_final_growth_pct = 54.8
final_cell_mix = "clkdlybuf4s50_1, edfxtp_1, nand3_1, o22ai_1, nand3b_1"
final_common_cell = "clkdlybuf4s50_1"
fin_util_pct = 32.2
drive_gt1_share_pct = 10.8
logic_area_um2 = 3310
fill_cells = 4500

[synth]
top_area_cell = "edfxtp_1"
yosysSeqAreaShare_pct = 59.3
synthTopCellsByArea = "edfxtp_1, dfxtp_1, nand3b_1"
numSynthFlops = 210
yosys_area_um2 = 9420
netlist_instances = 789
yosys.area.top_type_share_pct = 44.0
avgSynthCellArea_um2 = 11.9
ys_cells = 789
yosysWarnings = 7
ys_types = 24
syn_area_um2 = 9420

[global_routing]
grt.total_usage_pct = 13.4
grt_pass1_vias = 7741
antenna_found_initial = 1
met2_usage_pct = 20.6
grt_pass1_wl_um = 53600
globalRoute.totalOverflow = 0
grt_max_degree = 79
gr-usage-met3_pct = 6.13
grt_util_met1_pct = 17.2
grt.busiest_layer = "met2"

[floorplanning]
io_pins = 399
die_y_um = 234
core_um2 = 45300
rows = 78
fp_util_pct = 20.8
die_area_um2 = 54800
die_width_um = 234

[flow_run]
maxCapViolCount = 0
warnings = 27

[placed_design]
dp_hpwl_um = 25800
place.gp.congestion = 0.839
port_buffers = 392

[final_timing]
finalCritPeriodShare_pct = 42.3
drv_slew = 0
skew_ns = 0.0214
setup-tns-final_ns = 0
grt_setup_unrepaired = "no"
setup_viol = 0
worst_pin_slew_ns = 0.917
maxSlewHeadroom_pct = 38.9
fin_crit_ns = 3.60
final-hold-violation-count = 0
max_freq_ghz = 0.278

[pwr]
vdd_drop_max_uv = 116
p_leak_nw = 5.15
total_power_mw = 2.72
power_density_nw_per_um2 = 187

[min_path]
holdPathEnd = "master_0.req0_r"
min-delay-start = "master_0.req0"
hp-class = "register to register"
holdPathStages = 0

[outcome]
status = "completed"
-- state kept, by name, summed over array words and instances (netlist names), 2 cells and up --
signal	count
a0.addr	31
a0.mask	2
a0.wdata	32
a1.addr	31
a1.mask	2
a1.wdata	32
master_0.rdata	32
master_1.rdata	32
-- worst max path at each step --
stage,start,end,slack [ns],cells after the start
4_1_cts,master_1_addr[31],a1.wdata[10],4.85,4
5_1_grt,master_1_addr[31],a1.wdata[10],4.78,4
6_report,master_1_addr[31],a1.wdata[10],4.90,4
-- critical path: cells and delay by family --
| kind | cells | cell delay [ns] |
|---|---|---|
| simple gates | 1 | 0.86 |
| buf+inv | 2 | 1.07 |
| compound gates | 1 | 0.16 |
-- Yosys cell counts, drive strengths merged --
| cell | n |
|---|---|
| edfxtp | 138 |
| nand3 | 128 |
| nand3b | 128 |
| o22ai | 128 |
| buf | 79 |
| dfxtp | 72 |
| mux2 | 64 |
| clkbuf | 17 |
| inv | 8 |
| nand4 | 6 |
| nor2 | 6 |
| nand2 | 4 |
| and3b | 2 |
| nand2b | 2 |
| nor2b | 2 |
| or2 | 2 |
| and3 | 1 |
| conb | 1 |
| nor3b | 1 |
-- cell families (layout without fill, tap and decap cells) --
kind of cell	Yosys count	after routing	synth area share (%)
flops	210	210	59.3
buf+inv	104	465	5.96
simple gates	282	282	18.6
other cells	1	4	0.0398
mux	64	64	7.65
compound gates	128	128	8.50
-- cell type report --
| cell class | instances | share of cell area, % |
|---|---|---|
| Clock buffer | 38 | 5.13 |
| Clock inverter | 10 | 0.823 |
| Inverter | 8 | 0.206 |
| Multi-Input combinational cell | 478 | 22.7 |
| Sequential cell | 210 | 38.3 |
| Tap cell | 600 | 5.15 |
| Timing Repair Buffer | 409 | 27.7 |
-- report_power, final --
part / internal, mW / total [mW] / leakage [nW] / switching, mW
Clock: 0.674 / 1.13 / 0.418 / 0.458
Combinational: 0.257 / 0.404 / 2.53 / 0.147
Sequential: 1.16 / 1.19 / 2.20 / 0.0217
Total: 2.09 / 2.72 / 5.15 / 0.627
-- routing by layer --
metal  vias up  part of all wire [%]
met5         -                     0
li1       3723                     -
met1      3860                    39
met3        49                    13
met2       456                    46
met4         0                   2.5
-- stage by stage --
step | area [um^2] | hold WS, ns | setup slack [ns] | instances
floorplan | 9430 | 0.310 | 3.59 | 792
global placement | 13700 | 0.312 | 4.26 | 1705
detailed placement | 13700 | 0.312 | 4.24 | 1705
CTS | 14600 | 0.330 | 4.85 | 1753
global route | 14600 | 0.341 | 4.78 | 1753
finish | 14600 | 0.328 | 4.90 | 1753
Power figures rest on the tool's default switching activity, not on a simulated workload.
