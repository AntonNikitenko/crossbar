`design.v`:
```
module slave(
	input clk, req, cmd, 
	input [30:0] addr,
	input [31:0] wdata,
	output reg ack, resp,
	output reg [31:0] rdata
);
reg [31:0] mem[15:0];
always@(posedge clk) begin
	if (req) begin
		if (cmd) begin
			mem[addr]<=wdata;
			resp<=0;
		end
		else begin
			rdata<=mem[addr];
			resp<=1;
		end
	ack<=1;
	end
	else begin
		rdata<=32'bx;
		resp<=0;
		ack<=0;
	end
end
endmodule
```
`run.sh`:
```
#!/bin/bash
# OpenROAD 26Q1-2900-gdf79404cd8, Yosys 0.63+post, stock flow scripts
make -C /OpenROAD-flow-scripts/flow DESIGN_CONFIG=/design/flow/config.mk WORK_HOME=/design/flow/orfs finish
```
`config.mk`:
```
export PLATFORM = sky130hd
export DESIGN_NAME = slave
export DESIGN_NICKNAME = slave
export VERILOG_FILES = /design/flow/design.v
export SDC_FILE = /design/flow/constraint.sdc
export NUM_CORES = 4
export LEC_CHECK = 1
export CORE_UTILIZATION = 50
```
`constraint.sdc`:
```
current_design slave

set clk_period 9.8
set clk_io_pct 0.2

create_clock -name clk0 -period $clk_period [get_ports {clk}]

set non_clock_inputs [all_inputs -no_clocks]
set_input_delay [expr $clk_period * $clk_io_pct] -clock clk0 $non_clock_inputs
set_output_delay [expr $clk_period * $clk_io_pct] -clock clk0 [all_outputs]
```
==> results_slide.txt <==
Flow Results at a Glance

Status
  – Status: finished clean

Final timing
  – RSZ-0062 raised after global routing: false
  – Min Clock Period, post-route: roughly 4.6 ns
  – Setup Viol. Count Final: 0
  – Peak Freq: 216 MHz
  – Setup TNS Final: 0 ns
  – Clock Skew: 0.0185 ns
  – Slew HR: 0.510
  – Slew @ Worst Pin: 0.733 ns
  – Final period util: 0.472
  – Slew Limit Fails: 0
  – Final hold violations: 0

GRT
  – Global-route wire length before repair: between 60000 and 70000 µm
  – Pin count of the biggest net entering global routing: 50
  – Initial antenna violation count: 3
  – Total GRT Usage: 0.239
  – Vias in the first global route: 10500
  – GRT overflow: 0

Detailed routing
  – Iteration-0 DRC Markers: 411
  – Residual DRC: 0
  – DR pass1 iterations: 4
  – Routed wire length: roughly 41000 µm
  – Met3 wire len: 7500 µm
  – Wirelength per Cell: 27.2 µm
  – Avg Vias per Cell: 5.94
  – Metal-1 WL: 13100 µm
  – Routed vias: 9056
  – Routed wl met2: 19900 µm
  – Antenna viol nets, final: 0
  – DR top layer: met5

Worst setup path
  – Worst flop-to-flop path startpoint: mem[8][28]$_DFFE_PP_
  – Data required, critical path: approximately 10 ns
  – Worst flop-to-flop path endpoint: rdata[28]$_DFFE_PN_
  – WP data arrival: 4.86 ns
  – Worst setup EP type: register
  – Worst setup SP type: primary input
  – Critical path class: primary input to register
  – Max FO, Critical Path: around 43
  – R2r setup slk: 8.32 ns
  – FF-to-FF path depth: 3

Run
  – Tool warning count: 52
  – Max Cap Viol: 0

Clock tree
  – Clock buffer depth: 3
  – Total CTS buffers: 53
  – CTS clk-pin slew, worst paths: roughly 0.060 ns
  – Clk latency of the worst-skew pair: 0.58 ns
  – TritonCTS clock tree: built
  – Clk root buf: clkbuf_16
  – Hold-fix buffer count after cts: 0
  – Clock sinks: 546
  – Post-cts resize count: 0
  – Post-CTS Setup Bufs: 0
  – H-tree levels: 2

Min path
  – Min-delay worst type: register to register
  – Hold path endpoint: rdata[15]$_DFFE_PN_
  – Worst min-delay path startpoint: mem[14][15]$_DFFE_PP_
  – Worst Hold Path Cells: 3

Synth
  – Ys flops: 546
  – Cells after synthesis: 846
  – Syn Area/Cell: about 24 µm²
  – Area leader share: 0.806
  – Top area cell types: edfxtp_1 81%, mux4_2 14%, a22oi_1 2.4%
  – Yosys cell types: 18
  – Warnings, synthesis: 1
  – Commonest cells in the netlist: 544 x edfxtp_1, 128 x mux4_2, 64 x a22oi_1
  – Async SR Flop Fraction: 0
  – Mapped Area: between 20000 and 25000 µm²
  – Seq/Total Area, Yosys: 0.808
  – Area leader, netlist: edfxtp_1
  – Most frequent cell after synthesis: edfxtp_1
  – # Cells Yosys: 846
  – Post-synth EDFFs: 544
  – Yosys Chip Area: just over 20000 µm²
  – Dominant flop cell: edfxtp_1

Power and ir drop
  – Internal power: 3800 µW
  – Comb pwr share: 0.047
  – Net switching power: 934 µW
  – Clk network pwr share: 0.397
  – Peak supply drop: 0.137 mV
  – Power per standard cell area: 203 nW/µm²
  – Static Leak: between 0.007 and 0.008 µW
  – Share of power burned in registers: 0.556
  – Net Sw Frac: 0.198

Placed design
  – GPL Wtd Cong: roughly 0.75
  – Buffers on Ports: 72
  – Post-detail-place hpwl: 20600 µm

Die
  – Core Area: 39800 µm²
  – Io pins: 100
  – Die Ht: a little over 200 µm
  – Initial Util: 0.509
  – Die X: between 200 and 250 µm
  – Die ar.: 41300 µm²
  – Std-Cell Rows: 73

Layout
  – Layout cells sized above 1: 0.253
  – Area grow syn2layout: 15.3%
  – Fill count: around 2800
  – Final core utilization: 0.586
  – Register area: around 16000 µm²
  – Logic area: roughly 3800 µm²
## cells in the final DEF, fill, tap and decap left out
cell and instances:
clkbuf_8 1, nand4_1 1, bufinv_16 3, diode_2 2, clkbuf_1 14, nor2b_1 1
nand2b_1 2, dfxtp_1 2, or3_1 1, a22oi_1 64, nor2b_4 2, clkinv_1 10
clkdlybuf4s50_1 70, clkinv_4 2, buf_4 31, mux4_2 128, nand2_1 33, clkbuf_16 53
clkinv_2 11, edfxtp_1 544, nor3_2 4, nor2_4 13, clkinvlp_4 3, nand2_2 1
and2_1 1, nand4b_1 2
## power by group through the flow
stage / Clock (µW) / Combinational [µW] / Sequential (µW)
6_report: 1880 / 224 / 2630
4_1_cts: 1920 / 229 / 2630
5_1_grt: 2010 / 245 / 2630
## worst max-delay path, stage by stage
cell	delay, ns
clkbuf_8	0.43
buf_4	0.66
nand4b_1	0.52
nor2_4	0.73
buf_4	0.45
## final cells by class
type                       count  share of cell area
sequential                   546               0.701
antenna                        2            0.000214
timing repair buffer         102              0.0406
clock inverter                29             0.00954
clock buffer                  67              0.0591
multi-input combinational    253               0.161
tap                          525              0.0281
## how the worst max path moves through the flow
stage           start                    to  slack, ns  depth (start not counted)
CTS           addr[0]   mem[5][3]$_DFFE_PP_       5.10                          5
global route  addr[0]   mem[5][8]$_DFFE_PP_       4.84                          5
finish        addr[0]  mem[5][11]$_DFFE_PP_       5.18                          5
## state kept, by name, indices dropped and copies added, names as in the netlist
signal	count
mem	512
rdata	32
resp	1
ack	1
## per-layer routing
layer | vias to the layer above | track usage
met1 | 4447 | 0.307
met4 | 4 | 0.0432
met2 | 674 | 0.339
met3 | 81 | 0.199
li1 | 3850 | -
met5 | - | 0.0214
## cell families after synthesis
logic type / after synthesis / share of synthesized area
flops: 546 / 0.808
mux: 128 / 0.142
compound gates: 64 / 0.0237
simple gates: 61 / 0.0130
buf+inv: 47 / 0.0125
## per-stage QoR
stage | instances | setup WS, ns | hold WS (ns) | instance area, µm² | total power (µW)
5_1_grt | 1523 | 4.84 | 0.769 | 23300 | 4890
4_1_cts | 1522 | 5.10 | 0.744 | 23300 | 4780
3_5_place_dp | 1426 | 4.49 | 0.733 | 21700 | 2900
2_1_floorplan | 846 | 4.01 | 0.710 | 20300 | 2790
6_report | 1524 | 5.18 | 0.740 | 23300 | 4730
3_3_place_gp | 1426 | 4.61 | 0.723 | 21700 | 2890
Power figures rest on the tool's default switching activity, not on a simulated workload.
